--- design/flow/design.v ---
module bin2bcd
 #( parameter                W = 18)   
  ( input      [W-1      :0] bin   ,   
    output reg [W+(W-4)/3:0] bcd   );  
  integer i,j;
  always @(bin) begin
    for(i = 0; i <= W+(W-4)/3; i = i+1) bcd[i] = 0;      
    bcd[W-1:0] = bin;                                    
    for(i = 0; i <= W-4; i = i+1)                        
      for(j = 0; j <= i/3; j = j+1)                      
        if (bcd[W-i+4*j -: 4] > 4)                       
          bcd[W-i+4*j -: 4] = bcd[W-i+4*j -: 4] + 4'd3;  
  end
endmodule
module segDisplay 
#(
parameter SEGS = 4,  
parameter DROP_LEADING_ZEROS = 1,  
parameter DIPLAY_AS_DEC = 1  
)
(
	input wire clk,
	input wire seg_update_strobe,
	input wire [(4*SEGS)-1:0] datain,
	input wire reset,
	input logic [$clog2(SEGS):0] decimal_place_location, 
	input logic show_decimal_place,
	output reg[7:0] dataout=0,
	output reg[SEGS-1:0] seg=~0
);
reg [(4*SEGS)-1:0] dataintmp;
always @(posedge clk)
begin
	dataintmp<=datain;
end
reg [SEGS-1:0] seg_inv=(1<<(SEGS-1));
wire [(4*SEGS)+((4*SEGS)-4)/3:0] bcd;
wire [(4*SEGS)-1:0] datain_local;
assign datain_local=DIPLAY_AS_DEC?bcd:dataintmp;
bin2bcd
#(.W(4*SEGS))   
bin2bcd0
(
	.bin(dataintmp),   
	.bcd(bcd)  
);
integer maxNonZeroNibble;
integer i;
reg [($clog2(4*SEGS))-1:0] nibbleSelect=((4*SEGS)-1);
wire [3:0] CurrentSegDigit;
assign CurrentSegDigit=(datain_local[nibbleSelect -: 4]);
always @ ( posedge clk )
begin
	if(seg_update_strobe)
	begin
		seg<=~seg_inv;
		maxNonZeroNibble<=4;
		for(i=1;i<SEGS;i=i+1)
		begin
			if(|datain_local[4*i+3 -: 4])maxNonZeroNibble<=(4*i+3);
		end
		if((!DROP_LEADING_ZEROS)||(nibbleSelect<=maxNonZeroNibble)||((seg_inv<=decimal_place_location+1)&&show_decimal_place))
		begin
			case ( CurrentSegDigit )
			0: dataout<={~seg_inv[decimal_place_location]|~show_decimal_place,7'b1000000};
			1: dataout<={~seg_inv[decimal_place_location]|~show_decimal_place,7'b1111001};
			2: dataout<={~seg_inv[decimal_place_location]|~show_decimal_place,7'b0100100};
			3: dataout<={~seg_inv[decimal_place_location]|~show_decimal_place,7'b0110000};
			4: dataout<={~seg_inv[decimal_place_location]|~show_decimal_place,7'b0011001};
			5: dataout<={~seg_inv[decimal_place_location]|~show_decimal_place,7'b0010010};  
			6: dataout<={~seg_inv[decimal_place_location]|~show_decimal_place,7'b0000010}; 
			7: dataout<={~seg_inv[decimal_place_location]|~show_decimal_place,7'b1111000};
			8: dataout<={~seg_inv[decimal_place_location]|~show_decimal_place,7'b0000000};
			9: dataout<={~seg_inv[decimal_place_location]|~show_decimal_place,7'b0010000};
			10:dataout<={~seg_inv[decimal_place_location]|~show_decimal_place,7'b0001000};
			11:dataout<={~seg_inv[decimal_place_location]|~show_decimal_place,7'b0000011};
			12:dataout<={~seg_inv[decimal_place_location]|~show_decimal_place,7'b1000110};
			13:dataout<={~seg_inv[decimal_place_location]|~show_decimal_place,7'b0100001};
			14:dataout<={~seg_inv[decimal_place_location]|~show_decimal_place,7'b0000110};
			15:dataout<={~seg_inv[decimal_place_location]|~show_decimal_place,7'b0001110};
			default: dataout<={~seg_inv[decimal_place_location|~show_decimal_place],7'b1101111};
			endcase
		end
		else dataout<=8'b11111111;
	end
end
task reset_task();
begin
	seg_inv<=(1<<(SEGS-1));
	nibbleSelect<=((4*SEGS)-1);
end
endtask
task next_nibble_task();
begin
	seg_inv<=(seg_inv>>1);
	nibbleSelect<=(nibbleSelect-4);
end
endtask
always @ (  posedge clk )
begin
	if(seg_update_strobe)
	begin
		if((reset)||(seg_inv==1))reset_task(); 
		else next_nibble_task(); 
	end
end
endmodule
--- design/flow/run.sh ---
#!/bin/bash
# OpenROAD 26Q1-2900-gdf79404cd8, Yosys 0.63+post, stock flow scripts
make -C /OpenROAD-flow-scripts/flow DESIGN_CONFIG=/design/flow/config.mk WORK_HOME=/design/flow/orfs finish
--- design/flow/config.mk ---
export PLATFORM = sky130hd
export DESIGN_NAME = segDisplay
export DESIGN_NICKNAME = segDisplay
export VERILOG_FILES = /design/flow/design.v
export SDC_FILE = /design/flow/constraint.sdc
export NUM_CORES = 4
export LEC_CHECK = 1
export CORE_UTILIZATION = 40
--- design/flow/constraint.sdc ---
current_design segDisplay

set clk_period 11.3
set clk_io_pct 0.2

create_clock -name clk0 -period $clk_period [get_ports {clk}]

set non_clock_inputs [all_inputs -no_clocks]
set_input_delay [expr $clk_period * $clk_io_pct] -clock clk0 $non_clock_inputs
set_output_delay [expr $clk_period * $clk_io_pct] -clock clk0 [all_outputs]
==> run summary <==
Physical implementation status

The total of hold buffers inserted after clock tree synthesis stands at 0. In this run the clock root is driven by a clkbuf_16. The first TritonRoute pass finished after 6 iterations. The required time of the critical path stands at 11330 ps. The share of the core area taken by cells at floorplan is 0.409. The worst setup path is launched from a flop. The area inside the core boundary stands at 18000 µm². The aggregate routed wire length stands at 18.9 mm. The via count stands at 7746. Antenna repair during routing inserted a diode count of 0.

In this run, synthesis inferred 21 flip-flops with an integrated enable. Of all flip-flops after synthesis, the portion carrying an async set or reset was 0. The maximum clock insertion buffer count stands at 2.

The OpenROAD warning count stands at 44. The average wire per cell in the routed design stands at 15.4 µm. Per the run summary, max-cap violations total 0. The number of warnings issued by yosys stands at 2. From the final report, the count of setup violators was given as 0.

The number of nets with antenna violations after routing stands at 0. The final weighted congestion recorded by global placement is 0.913. The clock-pin slew on the worst setup and hold paths stands at 70 ps. Clock latency on the worst-skew pair, taken at its later pin, is 300 ps. Entering global routing, the biggest net connects 26 pins. The total I/O pin count stands at 35.

The total negative slack for setup checks stands at 0 ps. By startpoint and endpoint, the worst setup path is classified as flop to flop. The xor and xnor fraction of the mapped netlist area stands at 0.0350. In this run, the synthesized area fraction spent on AND-OR/OR-AND gates is recorded as 0.374. The netlist area before placement stands at 7370 µm². The highest fanout seen on the critical path stands at 13. The cell-mix breakdown from Yosys lists the simple-gate area share as 0.272. The worst slew margin relative to its limit stands at 0.436. The run finished with clean final reports. Of the available clock period, the critical path in the final layout requires 0.917. The part of the Yosys area used for sequential elements stands at 0.129. For this run, the slowest stage of the critical path takes 580 ps.

The worst setup path is captured at a flop. The pre-CTS setup slack stands at 569 ps. The overall die size recorded for this design is 19000 µm². The initial antenna violation count came to 0.

The number of remaining DRC errors stands at 0. The chip width stands at 138 µm. The worst endpoint data arrival time stands at 10390 ps. The number of standard-cell rows in the floorplan stands at 49.

Averaged over all synthesized cells, the footprint is 7.35 µm². The cell depth of the worst min-delay path stands at 1. The number of failing hold endpoints at the final stage stands at 0. Including well taps, the total number of placed cells is 1218. In this run, CTS created clock tree buffers numbering 5. The transition time recorded at the tightest slew-check pin is 837 ps.

The fraction of final layout cells sized beyond drive strength 1 stands at 0.0943. The final tally of max-slew violations stands at 0. The min-delay analysis places its worst path in the category flop to flop. The total overflow reported by the global router stands at 0.

For this block, the initial DRC count from the detailed router was 655. The finished layout holds 1226 standard cells, fillers aside. The all-layer global routing usage stands at 0.203. TritonCTS built the clock tree. The first-pass GRT wire length stands at 31.7 mm. The register bit total from synthesis stands at 37. Per the placement log, port buffering inserted 34 buffers.

Among all flip-flop cells after synthesis, the most frequent one is edfxtp_1. The cell depth of the worst flop-to-flop path stands at 45. The HPWL reported at the end of detailed placement stands at 13.9 mm. Setup repair after global routing left no endpoint under its margin. The H-tree was split into 2 levels. In the final run the clock tree shows a worst skew of 7.88 ps. The number of setup buffers added after CTS is 0.

The highest achievable clock rate stands at 0.0965 GHz. The sink count of the clock tree stands at 37. The number of cells produced by synthesis stands at 1002. The via count of the first global-routing pass came to 6544.

The smallest clock period supported by the final layout is computed as 10360 ps. The count of cell types in the netlist stands at 111. The area growth from synthesis to layout stands at 8.49%. Measured along the y axis, the die boundary spans 138 µm.

The worst path meets setup with 938 ps of slack. After synthesis, the design contains 1002 cells according to Yosys. The hold slack stands at 623 ps. For reference, the mux area share after synthesis is 0.0543. The total cell area reported by yosys after synthesis stands at 7370 µm².

The largest individual stage delay along the critical path comes from the cell a2111oi_4. The area share of fa/ha/maj cells after synthesis stands at 0.0659. Per the detail_route report, vias per standard cell equal 6.32.

Yosys shows that the main logic family after synthesis is AND-OR/OR-AND gates.
repair_timing:
| item | CTS | global route |
|---|---|---|
| endpoints found under the hold margin | 0 | 0 |
| endpoints found under the setup margin | 0 | 6 |
| gates resized | 0 | 9 |
synth_stat cells (11+ instances only):
cell      instances  area (µm²)
a21oi_1          59         295
nand2b_1         16         100
a31oi_1          14        87.6
dfxtp_1          16         320
edfxtp_1         21         631
nand4_1          25         156
and2_1           13        81.3
a211o_1          12         105
clkbuf_1         29         109
ha_1             38         475
nor2_1           75         282
nand2_1          81         304
o221ai_1         11        96.3
o31ai_1          12        90.1
a21o_1           15         113
buf_2            21         105
a211oi_1         25         188
o211ai_1         25         188
xnor2_1          20         175
nor3_1           31         155
and3_1           13        81.3
inv_1            45         169
nand3_1          51         255
mux2i_1          22         220
o21ai_0          38         190
mux2_2           11         124
area by class of cell:
class | instances | area, µm²
Clock buffer | 6 | 129
Clock inverter | 2 | 10.0
Fill cell | 1805 | 10000
Inverter | 47 | 176
Multi-Input combinational cell | 852 | 5960
Sequential cell | 37 | 952
Tap cell | 229 | 287
Timing Repair Buffer | 53 | 483
cell usage in the layout, fill, tap and decap left out, drive strengths merged, types with 13 or more instances in the layout:
cell type	n
nand3	51
o31ai	13
a21o	15
a31oi	15
mux2i	22
nor2	81
clkdlybuf4s50	34
o211ai	26
xnor2	20
a211oi	28
nor3	32
and2	14
inv	45
edfxtp	21
nand2b	16
ha	38
buf	19
nand2	83
o21ai	50
a21oi	62
dfxtp	16
and3	13
nand4	25
cells by family (layout without fill, tap and decap cells):
kind of cell    after synthesis  in the layout
compound gates              366            366
xor+xnor                     27             27
buf+inv                     113            108
flops                        37             37
fa+ha+maj                    39             39
mux                          36             36
simple gates                384            384
per-layer routing:
layer	GRT usage	up-vias	wire length, µm
li1	-	3911	-
met1	0.332	3568	9730
met2	0.293	248	8030
met3	0.0188	19	950
met4	0.0242	0	219
met5	0	-	0
through the flow:
step | cell area, µm² | utilization
after floorplan | 7370 | -
after global placement | 7800 | 0.433
after detailed placement | 7800 | 0.433
after CTS | 7940 | 0.440
after global routing | 8000 | 0.444
final | 8000 | 0.444
final timing paths:
kind,endpoint,from,slack [ps]
max,dataout[0],dataintmp[13],940
min,seg[3],seg_inv[3],620
max reg2reg,dataout[0],dataintmp[13],940
min reg2reg,seg[3],seg_inv[3],620
flip-flops by register name, summed over array words and instances (netlist names):
signal,flops
seg,4
dataout,8
dataintmp,16
seg_inv,4
nibbleSelect,2
maxNonZeroNibble,3
worst max-delay path, delay by kind of cell, from the launching register on:
family                   cells  cell delay (ps)
AND-OR/OR-AND               13             3330
XOR/XNOR                     3              660
adder cells (fa/ha/maj)      9             2060
buffers and inverters        8              730
flip-flops                   1              460
multiplexers                 3             1100
AND/OR/NAND/NOR              9             1760
